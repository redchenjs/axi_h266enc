$ cat design.v
`timescale 1 ns / 1 ps
module ame_num_compare #(
    parameter COMP_DATA_BITS = 64,
    parameter COMP_DATA_IDX_BITS = 3
) (
    input logic clk_i,
    input logic rst_n_i,
    input  logic comp_init_i,
    output logic comp_done_o,
    input  logic [5:0] [COMP_DATA_BITS-1:0] comp_data_i,
    output logic       [COMP_DATA_BITS-1:0] comp_data_o,
    input logic [5:0] comp_data_mask_i,
    output logic [COMP_DATA_IDX_BITS-1:0] comp_data_index_o
);
wire [5:0] [47:0] comp_data_t;
generate
    for (genvar i = 0; i < 6; i++) begin
        assign comp_data_t[i] = comp_data_mask_i[i] ? 'b0 : (comp_data_i[i][47] ? -comp_data_i[i][47:0] : comp_data_i[i][47:0]);
    end
endgenerate
wire MAX_0_1 = (comp_data_t[0] > comp_data_t[1]);
wire MAX_2_3 = (comp_data_t[2] > comp_data_t[3]);
wire MAX_4_5 = (comp_data_t[4] > comp_data_t[5]);
wire [47:0] D_MAX_0_1 = MAX_0_1 ? comp_data_t[0] : comp_data_t[1];
wire [47:0] D_MAX_2_3 = MAX_2_3 ? comp_data_t[2] : comp_data_t[3];
wire [47:0] D_MAX_4_5 = MAX_4_5 ? comp_data_t[4] : comp_data_t[5];
wire        MAX_A = (D_MAX_0_1 > D_MAX_2_3);
wire [47:0] D_MAX_A = MAX_A ? D_MAX_0_1 : D_MAX_2_3;
wire        MAX_B = (D_MAX_A > D_MAX_4_5);
wire [47:0] D_MAX_B = MAX_B ? D_MAX_A : D_MAX_4_5;
wire [COMP_DATA_IDX_BITS-1:0] I_MAX_0_1 = MAX_0_1 ? 'd0 : 'd1;
wire [COMP_DATA_IDX_BITS-1:0] I_MAX_2_3 = MAX_2_3 ? 'd2 : 'd3;
wire [COMP_DATA_IDX_BITS-1:0] I_MAX_4_5 = MAX_4_5 ? 'd4 : 'd5;
wire [COMP_DATA_IDX_BITS-1:0] I_MAX_A = MAX_A ? I_MAX_0_1 : I_MAX_2_3;
wire [COMP_DATA_IDX_BITS-1:0] I_MAX_B = MAX_B ? I_MAX_A   : I_MAX_4_5;
assign comp_done_o       = comp_init_i;
assign comp_data_o       = comp_data_i[I_MAX_B];
assign comp_data_index_o = I_MAX_B;
endmodule
$ cat run.sh
#!/bin/bash
# OpenROAD 26Q1-2900-gdf79404cd8, Yosys 0.63+post, stock flow scripts
make -C /OpenROAD-flow-scripts/flow DESIGN_CONFIG=/design/flow/config.mk WORK_HOME=/design/flow/orfs finish
$ cat config.mk
export PLATFORM = sky130hd
export DESIGN_NAME = ame_num_compare
export DESIGN_NICKNAME = ame_num_compare
export VERILOG_FILES = /design/flow/design.v
export SDC_FILE = /design/flow/constraint.sdc
export NUM_CORES = 4
export LEC_CHECK = 1
export CORE_UTILIZATION = 30
$ cat constraint.sdc
current_design ame_num_compare

set clk_period 54.3
set clk_io_pct 0.2

create_clock -name clk0 -period $clk_period

set non_clock_inputs [all_inputs -no_clocks]
set_input_delay [expr $clk_period * $clk_io_pct] -clock clk0 $non_clock_inputs
set_output_delay [expr $clk_period * $clk_io_pct] -clock clk0 [all_outputs]
==> job_summary.md <==
## PnR job results

| Metric | Value |
|---|---|
| Outcome | finished clean |
| Number of pins with negative max-slew slack in the final report | 0 |
| Worst slew slack as a fraction of its limit | 0.424 |
| Power Total | 0.697 mW |
| Kind of path behind the tightest hold check | in2out |
| IR drop worst, VDD | between 0.04 and 0.05 mV |
| Leftover overflow at the end of global routing | 0 |
| Vias per std cell | about 5.7 |
| Most numerous cell on the critical path | sky130_fd_sc_hd__buf_4 |
| Die width | 251 µm |
| Initial cell density of the core | 0.306 |
| Internal Dissipation | 0.305 mW |
| Placement Setup Slack | 18760 ps |
| Last element of the critical path | comp_data_o[20] |
| Count of routing violations after the opening detailed-route iteration | 2238 |
| Comb pwr share | 1.000 |
| Flip-flop and latch area | 0 µm² |
| Final hold violation count | 0 |
| Number of placed I/O pins | approximately 460 |
| Setup repair after global routing missed its margin | no |
| DRT Wirelength | 86500 µm |
| Number of fillers in the final layout | between 6000 and 7000 |
| Non-filler instance count after layout | 3969 |
| Signal arrival time at the worst endpoint | 24860 ps |
| Highest-delay cell along the critical path | sky130_fd_sc_hd__buf_4 |
| Area added between synthesis and finish | 27.9% |
| Area fraction of the dominant cell type after synthesis | 0.166 |
| Type of element launching the critical path | input pin |
| Initial antenna violation count | 17 |
| Number of failing setup endpoints in the final timing report | 0 |
| Part of the cycle the worst path needs | 0.658 |
| Final-layout setup total negative slack | 0 ps |
| Kind of cell adding the most delay to the critical path | simple AND/OR/NAND/NOR gates |
| Leak pwr | 9.11 nW |
| Switching share of total power | 0.562 |
| Cell area after synthesis | about 0.019 mm² |
| Pin count of the biggest net entering global routing | 73 |
| PostCTS Resize Cnt | 0 |
| Number of instances in the synthesized netlist | between 2000 and 3000 |
| Total net switching power | 0.392 mW |
| Post-CTS Setup Bufs | 0 |
| Chip Height | 251 µm |
| Highest cell delay on the worst timing path | 700 ps |
| Total GRT Usage | 0.269 |
| Type of the setup path with the least slack | in2out |
| Endpoint kind of the worst setup timing path | output port |
| Flip-flops | 0 |
| Gate Area | approximately 0.017 mm² |
| Number of vias in the routed layout | 22500 |
| Number of antenna-violating nets in the routed design | 0 |
| Wire length per cell | between 20 and 25 µm |
| Fraction of power consumed by sequential logic | 0 |
| Share of the yosys chip area belonging to registers | 0 |
| Cell Pwr Density | 29.4 mW/mm² |
| Critical Path Start | comp_data_i[12] |
| Yosys warnings | 0 |
| Commonest cells in the netlist | sky130_fd_sc_hd__nor2_1, sky130_fd_sc_hd__ha_1, sky130_fd_sc_hd__xor2_1 |
| Number of buffers inserted by port buffering | 457 |
| Max FO, Critical Path | between 60 and 70 |
| Placed cell count | 3956 |
| Data required time at the worst endpoint | 43440 ps |
| Chip Area | around 0.063 mm² |
| Yosys-reported design area after synthesis | 0.0185 mm² |
| Pre-antenna DRT Iters | 5 |
| Wire length of the first global-routing pass | 127000 µm |
| Clock tree buffer count of the final layout | 0 |
| Number of maximum-capacitance constraint violations | 0 |
| Top cells by area | sky130_fd_sc_hd__ha_1, sky130_fd_sc_hd__xor2_1, sky130_fd_sc_hd__nor2_1 |
| Last weighted congestion value of the routability-driven placer | a little under 1 |
| Clock period minus final worst setup slack | 35720 ps |
| Count of buffer and inverter cells on the critical path | 8 |
| Number of warnings in the stage logs | 34 |
| Hold buffers post-CTS | 0 |
| Core box area | between 0.06 and 0.07 mm² |
| Slew at the pin closest to its max-slew limit | 858 ps |
| Detailed Place HPWL | 71100 µm |
| Stages on worst setup path | 38 |
| Num rows | 90 |
| Avg Inst Size Synth | 6.47 µm² |
| Number of distinct library cells after synthesis | between 60 and 70 |
| Post-synth top area cell | sky130_fd_sc_hd__ha_1 |
| Drc violations | 0 |
| Number of global-route vias before repair | between 20000 and 25000 |
| Proportion of layout cells with a drive suffix above 1 | 0.0504 |
| Cell with the most instances after synthesis | sky130_fd_sc_hd__nor2_1 |
| Total cells reported by yosys after synthesis | about 2900 |
| PnR worst setup slack | 18580 ps |
| Finished Cell Area | approximately 0.024 mm² |
| Post-place instance area | 0.0237 mm² |
| Fmax | 0.0280 GHz |
| Clock network fraction of design power | 0 |
==> power by group through the flow <==
stage / Clock (mW) / Sequential, mW / Combinational (mW)
6_report: 0.0000000322 / 0 / 0.697
4_1_cts: 0 / 0 / 0.685
5_1_grt: 0.0000000322 / 0 / 0.748
==> logic make-up (layout without fill, tap and decap cells) <==
family,after synthesis,after routing,synth area share
XOR/XNOR,269,269,0.127
AND-OR/OR-AND,844,844,0.300
buffers and inverters,299,606,0.0634
multiplexers,85,85,0.0461
AND/OR/NAND/NOR,1124,1124,0.298
adder cells (fa/ha/maj),246,246,0.166
other,0,13,0
==> placed cells by master, fill, tap and decap left out, types with 82 or more instances in the layout <==
| cell type | n |
|---|---|
| sky130_fd_sc_hd__clkdlybuf4s50_1 | 448 |
| sky130_fd_sc_hd__nand3_1 | 104 |
| sky130_fd_sc_hd__o31ai_1 | 87 |
| sky130_fd_sc_hd__o21ai_0 | 181 |
| sky130_fd_sc_hd__mux2i_1 | 82 |
| sky130_fd_sc_hd__xor2_1 | 213 |
| sky130_fd_sc_hd__nand2_1 | 201 |
| sky130_fd_sc_hd__nor3_1 | 125 |
| sky130_fd_sc_hd__nor2_1 | 333 |
| sky130_fd_sc_hd__a21oi_1 | 203 |
| sky130_fd_sc_hd__ha_1 | 246 |
| sky130_fd_sc_hd__inv_1 | 106 |
==> worst min-delay path by stage <==
stage | startpoint | to | slack [ps] | depth (start not counted)
CTS | comp_init_i | comp_done_o | 21720 | 0
global route | comp_init_i | comp_done_o | 21720 | 0
finish | comp_init_i | comp_done_o | 21720 | 0
==> routing by layer <==
| metal | wire (µm) | track usage | part of all wire |
|---|---|---|---|
| met3 | 7550 | 0.0506 | 0.087 |
| met4 | 2130 | 0.0647 | 0.025 |
| met2 | 34600 | 0.372 | 0.40 |
| met1 | 42200 | 0.421 | 0.49 |
| met5 | 51 | 0 | 0.00059 |
==> metrics by stage <==
step            util  hold slack, ps
6_report       0.391           21720
5_1_grt        0.391           21720
4_1_cts        0.390           21720
3_5_place_dp   0.390           21720
3_3_place_gp   0.390           21720
2_1_floorplan      -           21790
==> layout make-up <==
cell class                      count  share of cell area
Multi-Input combinational cell   2568               0.736
Antenna cell                       13             0.00137
Inverter                          106              0.0168
Timing Repair Buffer              500               0.205
Tap cell                          782              0.0412
Power and IR drop assume default switching activity.
