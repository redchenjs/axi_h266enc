<file path="./config.mk">
export PLATFORM = sky130hd
export DESIGN_NAME = ame_equal_coeff
export DESIGN_NICKNAME = ame_equal_coeff
export VERILOG_FILES = /design/flow/design.v
export SDC_FILE = /design/flow/constraint.sdc
export NUM_CORES = 4
export LEC_CHECK = 1
export CORE_UTILIZATION = 30
</file>
<file path="./constraint.sdc">
current_design ame_equal_coeff

set clk_period 9.3
set clk_io_pct 0.2

create_clock -name clk0 -period $clk_period [get_ports {clk_i}]

set non_clock_inputs [all_inputs -no_clocks]
set_input_delay [expr $clk_period * $clk_io_pct] -clock clk0 $non_clock_inputs
set_output_delay [expr $clk_period * $clk_io_pct] -clock clk0 [all_outputs]
</file>
<file path="./design.v">
`timescale 1 ns / 1 ps
module ame_equal_coeff #(
    parameter LINE_DATA_BITS = 7,
    parameter COMP_DATA_BITS = 8
) (
    input logic clk_i,
    input logic rst_n_i,
    input  logic comp_init_i,
    output logic comp_done_o,
    input logic [5:0] [LINE_DATA_BITS-1:0] line_data_i,
    output logic [3:0] [3:0] [COMP_DATA_BITS-1:0] comp_data_o
);
typedef enum logic [2:0] {
    IDLE   = 3'b000,
    COMP_1 = 3'b001,
    COMP_2 = 3'b010,
    COMP_3 = 3'b011,
    COMP_4 = 3'b100,
    COMP_5 = 3'b101,
    COMP_6 = 3'b110
} state_t;
state_t ctl_sta;
logic [5:0] [1:0] [COMP_DATA_BITS-1:0] line_data;
logic [3:0] [3:0] [COMP_DATA_BITS-1:0] comp_data;
typedef enum logic {
    DATA_1 = 1'b0,
    DATA_2 = 1'b1
} comp_data_t;
generate
    for (genvar i = 0; i < 6; i++) begin: comp_block
        assign line_data[i][DATA_1] = line_data_i[i];
        assign line_data[i][DATA_2] = line_data_i[i] << 1;
    end
endgenerate
logic comp_done;
assign comp_done_o = comp_done;
assign comp_data_o = comp_data;
always_ff @(posedge clk_i or negedge rst_n_i)
begin
    if (!rst_n_i) begin
        ctl_sta <= IDLE;
        comp_done <= 'b0;
        comp_data <= 'b0;
    end else begin
        case (ctl_sta)
            IDLE:
                ctl_sta <= comp_init_i ? COMP_1 : ctl_sta;
            COMP_1:
                ctl_sta <= COMP_2;
            COMP_2:
                ctl_sta <= COMP_3;
            COMP_3:
                ctl_sta <= COMP_4;
            COMP_4:
                ctl_sta <= COMP_5;
            COMP_5:
                ctl_sta <= COMP_6;
            COMP_6:
                ctl_sta <= comp_init_i ? COMP_1 : IDLE;
            default:
                ctl_sta <= IDLE;
        endcase
        comp_done <= (ctl_sta == COMP_6);
        case (ctl_sta)
            IDLE:
                comp_data <= 'b0;
            COMP_1: begin
                comp_data[0][0] <= - line_data[0][DATA_1] - line_data[1][DATA_2] - line_data[2][DATA_1];
                comp_data[1][0] <= - line_data[1][DATA_1] - line_data[2][DATA_2] - line_data[3][DATA_1];
                comp_data[2][0] <= - line_data[2][DATA_1] - line_data[3][DATA_2] - line_data[4][DATA_1];
                comp_data[3][0] <= - line_data[3][DATA_1] - line_data[4][DATA_2] - line_data[5][DATA_1];
            end
            COMP_2: begin
                comp_data[0][1] <= - line_data[0][DATA_1] - line_data[1][DATA_2] - line_data[2][DATA_1];
                comp_data[1][1] <= - line_data[1][DATA_1] - line_data[2][DATA_2] - line_data[3][DATA_1];
                comp_data[2][1] <= - line_data[2][DATA_1] - line_data[3][DATA_2] - line_data[4][DATA_1];
                comp_data[3][1] <= - line_data[3][DATA_1] - line_data[4][DATA_2] - line_data[5][DATA_1];
            end
            COMP_3: begin
                comp_data[0][0] <= comp_data[0][0] + line_data[0][DATA_1] + line_data[1][DATA_2] + line_data[2][DATA_1];
                comp_data[1][0] <= comp_data[1][0] + line_data[1][DATA_1] + line_data[2][DATA_2] + line_data[3][DATA_1];
                comp_data[2][0] <= comp_data[2][0] + line_data[2][DATA_1] + line_data[3][DATA_2] + line_data[4][DATA_1];
                comp_data[3][0] <= comp_data[3][0] + line_data[3][DATA_1] + line_data[4][DATA_2] + line_data[5][DATA_1];
                comp_data[0][2] <= - line_data[0][DATA_1] - line_data[1][DATA_2] - line_data[2][DATA_1];
                comp_data[1][2] <= - line_data[1][DATA_1] - line_data[2][DATA_2] - line_data[3][DATA_1];
                comp_data[2][2] <= - line_data[2][DATA_1] - line_data[3][DATA_2] - line_data[4][DATA_1];
                comp_data[3][2] <= - line_data[3][DATA_1] - line_data[4][DATA_2] - line_data[5][DATA_1];
            end
            COMP_4: begin
                comp_data[0][1] <= comp_data[0][1] + line_data[0][DATA_1] + line_data[1][DATA_2] + line_data[2][DATA_1];
                comp_data[1][1] <= comp_data[1][1] + line_data[1][DATA_1] + line_data[2][DATA_2] + line_data[3][DATA_1];
                comp_data[2][1] <= comp_data[2][1] + line_data[2][DATA_1] + line_data[3][DATA_2] + line_data[4][DATA_1];
                comp_data[3][1] <= comp_data[3][1] + line_data[3][DATA_1] + line_data[4][DATA_2] + line_data[5][DATA_1];
                comp_data[0][3] <= - line_data[0][DATA_1] - line_data[1][DATA_2] - line_data[2][DATA_1];
                comp_data[1][3] <= - line_data[1][DATA_1] - line_data[2][DATA_2] - line_data[3][DATA_1];
                comp_data[2][3] <= - line_data[2][DATA_1] - line_data[3][DATA_2] - line_data[4][DATA_1];
                comp_data[3][3] <= - line_data[3][DATA_1] - line_data[4][DATA_2] - line_data[5][DATA_1];
            end
            COMP_5: begin
                comp_data[0][2] <= comp_data[0][2] + line_data[0][DATA_1] + line_data[1][DATA_2] + line_data[2][DATA_1];
                comp_data[1][2] <= comp_data[1][2] + line_data[1][DATA_1] + line_data[2][DATA_2] + line_data[3][DATA_1];
                comp_data[2][2] <= comp_data[2][2] + line_data[2][DATA_1] + line_data[3][DATA_2] + line_data[4][DATA_1];
                comp_data[3][2] <= comp_data[3][2] + line_data[3][DATA_1] + line_data[4][DATA_2] + line_data[5][DATA_1];
            end
            COMP_6: begin
                comp_data[0][3] <= comp_data[0][3] + line_data[0][DATA_1] + line_data[1][DATA_2] + line_data[2][DATA_1];
                comp_data[1][3] <= comp_data[1][3] + line_data[1][DATA_1] + line_data[2][DATA_2] + line_data[3][DATA_1];
                comp_data[2][3] <= comp_data[2][3] + line_data[2][DATA_1] + line_data[3][DATA_2] + line_data[4][DATA_1];
                comp_data[3][3] <= comp_data[3][3] + line_data[3][DATA_1] + line_data[4][DATA_2] + line_data[5][DATA_1];
            end
            default:
                comp_data <= 'b0;
        endcase
    end
end
endmodule
</file>
<file path="./run.sh">
#!/bin/bash
# OpenROAD 26Q1-2900-gdf79404cd8, Yosys 0.63+post, stock flow scripts
make -C /OpenROAD-flow-scripts/flow DESIGN_CONFIG=/design/flow/config.mk WORK_HOME=/design/flow/orfs finish
</file>
==> run summary <==
outcome -> completed
Slew headroom -> 0.490
most frequent cells in the layout -> 242 x inv_1, 172 x clkdlybuf4s50_1, 158 x fa_1, 152 x a21oi_1, 136 x ha_1
max_cap viols -> 0
Routed WL per cell -> 20.4 um
Max clock buf depth -> 2
CP max FO -> 10
Slowest cell on crit path -> fa_1
filler cell count -> 4579
DP Wirelength -> 34800 um
DRC violations left -> 0
clock sinks -> 136
fin crit period -> 5190 ps
CTS root buf -> clkbuf_16
crit path DAT -> 5570 ps
global route overflow -> 0
CP cell instances -> clkdlybuf4s50_1, buf_4, inv_1, fa_1, inv_1, fa_1, ha_1, fa_1, a21o_1, a21oi_1, xnor2_1, nand2_1, a31oi_1
row count -> 79
drt total wl -> 45900 um
Port Buffers -> 173
clock latency on the worst-skew pair -> 450 ps
CP dominant cell by count -> fa_1
register share after synthesis -> 0.240
First DRT Iteration DRCs -> 781
total CTS buffers -> 17
XOR/XNOR Area Share -> 0.0608
Setup Crit Path Kind -> input pin to register
Ports -> 174
comb area leader -> adder cells
fp_density -> 0.305
die area -> 48200 um^2
Post-Syn Area per Cell -> 9.66 um^2
Antenna Violating Nets Remaining -> 0
ys flops -> 136
1st-pass router iterations -> 24
top_reg_cell synth -> dfrtp_1
fmax -> 193 MHz
period utilization -> 0.558
CTS tree -> yes
ys cells -> 1472
Final Max Slew Viols -> 0
HP Class -> register to register
initial antenna violation count -> 0
core area -> 46700 um^2
simple share -> 0.0627
OpenROAD warnings -> 29
# setup viols final -> 0
post-cts sizing count -> 0
vias per std cell -> 4.99
buffer count from post-CTS setup fixing -> 0
Final Power -> 5320 uW
Commonest Layout Cell -> inv_1
yosys aoi share -> 0.209
Final Hold Fails -> 0
Final GP Congestion -> 0.904
first-pass GRT wire length -> 70700 um
Post-Syn Instances -> 1472
CP endpoint kind -> register
Max VDD drop -> 0.166 mV
Power Density -> 309 nW/um^2
via count -> 11200
Synth warnings -> 1
ratio of cells with drive above 1 in the final layout -> 0.0463
Worst setup SP type -> input pin
Fin Hold WS -> 529 ps
Synth Cell Area -> 14200 um^2
Yosys chip area -> 14200 um^2
hold-fix buffers at CTS -> 0
area grow syn2layout -> 21.2%
max incr delay on CP -> 590 ps
clock transition at the registers of the reported paths -> 70 ps
count of library flops with an enable pin -> 0
GRT Overall Usage -> 0.206
Multiplexer share -> 0
fa+ha+maj area frac -> 0.342
width of the die -> 220 um
RSZ-0062 raised after global routing -> false
largest net degree at the start of global routing -> 55
number of global-route vias before repair -> 11300
Worst EP required -> 9680 ps
# diodes -> 0
Final Skew -> 12.9 ps
FFs w/ async S/R, synth -> 1.00
die y size -> 220 um
post-synthesis cell type count -> 45
Pleak -> 0.00798 uW
H-Tree Depth -> 4
setup TNS -> 0 ps
Slew @ Worst Pin -> 764 ps
==> path summary, 6_finish.rpt <==
check / slack [ps] / start / end / cells after the start
hold reg to reg: 530 / ctl_sta[0]$_DFF_PN1_ / ctl_sta[0]$_DFF_PN1_ / 2
max in group asynchronous: 6710 / rst_n_i / comp_data[54]$_DFFE_PN0N_ / 2
setup / recovery: 4110 / line_data_i[21] / comp_data[78]$_DFFE_PN0N_ / 13
hold / removal: 530 / ctl_sta[0]$_DFF_PN1_ / ctl_sta[0]$_DFF_PN1_ / 2
setup reg to reg: 6240 / comp_data[48]$_DFFE_PN0N_ / comp_data[54]$_DFFE_PN0N_ / 9
min in group asynchronous: 1390 / rst_n_i / comp_data[31]$_DFFE_PN0N_ / 1
==> power by group <==
| part | internal, uW | switching, uW | total, uW |
|---|---|---|---|
| logic | 1630 | 1790 | 3420 |
| registers | 815 | 284 | 1100 |
| clock network | 498 | 307 | 805 |
==> registers in the layout, indices dropped and copies added, names as in the netlist <==
| name | count |
|---|---|
| ctl_sta | 7 |
| comp_data | 128 |
| comp_done | 1 |
==> critical path: cells and delay by family <==
| kind | cells | cell delay, ps |
|---|---|---|
| and+or+nand+nor | 1 | 70 |
| adders and majority gates | 4 | 1700 |
| AOI/OAI and AO/OA | 3 | 710 |
| buffers and inverters | 4 | 1040 |
| xor gates and xnor gates | 1 | 170 |
==> per-layer routing <==
metal / global-route usage / routed length, um / vias up
met3: 0.0850 / 5050 / 52
met1: 0.305 / 20100 / 5366
li1: - / - / 5348
met2: 0.292 / 19700 / 439
met4: 0.0391 / 1100 / 0
met5: 0 / 0 / -
==> kinds of logic after synthesis <==
| kind of cell | Yosys count |
|---|---|
| compound gates | 455 |
| xor+xnor | 94 |
| fa+ha+maj | 294 |
| buf+inv | 298 |
| flops | 136 |
| simple gates | 195 |
==> area by class of cell <==
type / instances / area, um^2 / share of cell area
Inverter: 243 / 912 / 0.0530
Sequential cell: 136 / 3410 / 0.198
Clock inverter: 11 / 194 / 0.0113
Multi-Input combinational cell: 1038 / 9610 / 0.558
Timing Repair Buffer: 191 / 1870 / 0.108
Clock buffer: 21 / 470 / 0.0273
Tap cell: 607 / 759 / 0.0441
==> cell usage after synthesis (2+ instances only) <==
master / instances / area, um^2
inv_1: 242 / 908
fa_1: 158 / 3160
a21oi_1: 152 / 761
ha_1: 136 / 1700
dfrtp_1: 135 / 3380
nor2_1: 130 / 488
a22oi_1: 81 / 608
xnor2_1: 62 / 543
o21ai_0: 51 / 255
a21o_1: 44 / 330
clkbuf_1: 39 / 146
a211oi_1: 34 / 255
xor2_1: 28 / 245
nand2_1: 22 / 82.6
o31ai_1: 15 / 113
a221oi_1: 13 / 114
a31oi_1: 12 / 75.1
a2111o_1: 8 / 90.1
nand4_1: 8 / 50.1
o211a_1: 8 / 80.1
o21a_1: 8 / 60.1
o21bai_1: 8 / 60.1
or2_2: 8 / 50.1
buf_2: 7 / 35.0
clkbuf_8: 7 / 96.3
a21oi_2: 6 / 52.6
a2bb2oi_1: 6 / 52.6
nand2b_1: 5 / 31.3
a211o_1: 4 / 35.0
and3_1: 4 / 25.0
and4b_1: 4 / 40.0
nor3_1: 4 / 20.0
nor3b_1: 4 / 30.0
o22ai_1: 4 / 25.0
xnor2_2: 3 / 48.8
buf_6: 2 / 22.5
nor4_4: 2 / 42.5
==> per-stage QoR <==
step / cell area (um^2) / setup slack [ps] / cells / util
3_3_place_gp: 16600 / 3700 / 2215 / 0.355
4_1_cts: 17200 / 4170 / 2247 / 0.369
6_report: 17200 / 4110 / 2247 / 0.369
3_5_place_dp: 16600 / 3680 / 2215 / 0.355
2_1_floorplan: 14200 / 4670 / 1472 / -
5_1_grt: 17200 / 3940 / 2247 / 0.369
Power is estimated from default activity; no workload was simulated.
