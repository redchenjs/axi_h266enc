==> /design/flow/design.v <==
`timescale 1 ns / 1 ps
module ame_grad_search #(
    parameter LINE_DATA_BITS = 7,
    parameter COMP_DATA_BITS = 8
) (
    input logic clk_i,
    input logic rst_n_i,
    input  logic comp_init_i,
    output logic comp_done_o,
    input logic [5:0] [LINE_DATA_BITS-1:0] line_data_i,
    output logic [3:0] [3:0] [COMP_DATA_BITS-1:0] comp_data_o
);
typedef enum logic [2:0] {
    IDLE   = 3'b000,
    COMP_1 = 3'b001,
    COMP_2 = 3'b010,
    COMP_3 = 3'b011,
    COMP_4 = 3'b100,
    COMP_5 = 3'b101,
    COMP_6 = 3'b110
} state_t;
state_t ctl_sta;
logic [5:0] [1:0] [COMP_DATA_BITS-1:0] line_data;
logic [3:0] [3:0] [COMP_DATA_BITS-1:0] comp_data;
typedef enum logic {
    DATA_1 = 1'b0,
    DATA_2 = 1'b1
} comp_data_t;
generate
    for (genvar i = 0; i < 6; i++) begin: comp_block
        assign line_data[i][DATA_1] = line_data_i[i];
        assign line_data[i][DATA_2] = line_data_i[i] << 1;
    end
endgenerate
logic comp_done;
assign comp_done_o = comp_done;
assign comp_data_o = comp_data;
always_ff @(posedge clk_i or negedge rst_n_i)
begin
    if (!rst_n_i) begin
        ctl_sta <= IDLE;
        comp_done <= 'b0;
        comp_data <= 'b0;
    end else begin
        case (ctl_sta)
            IDLE:
                ctl_sta <= comp_init_i ? COMP_1 : ctl_sta;
            COMP_1:
                ctl_sta <= COMP_2;
            COMP_2:
                ctl_sta <= COMP_3;
            COMP_3:
                ctl_sta <= COMP_4;
            COMP_4:
                ctl_sta <= COMP_5;
            COMP_5:
                ctl_sta <= COMP_6;
            COMP_6:
                ctl_sta <= comp_init_i ? COMP_1 : IDLE;
            default:
                ctl_sta <= IDLE;
        endcase
        comp_done <= (ctl_sta == COMP_6);
        case (ctl_sta)
            IDLE:
                comp_data <= 'b0;
            COMP_1: begin
                comp_data[0][0] <= - line_data[0][DATA_1] - line_data[1][DATA_2] - line_data[2][DATA_1];
                comp_data[1][0] <= - line_data[1][DATA_1] - line_data[2][DATA_2] - line_data[3][DATA_1];
                comp_data[2][0] <= - line_data[2][DATA_1] - line_data[3][DATA_2] - line_data[4][DATA_1];
                comp_data[3][0] <= - line_data[3][DATA_1] - line_data[4][DATA_2] - line_data[5][DATA_1];
            end
            COMP_2: begin
                comp_data[0][1] <= - line_data[0][DATA_1] - line_data[1][DATA_2] - line_data[2][DATA_1];
                comp_data[1][1] <= - line_data[1][DATA_1] - line_data[2][DATA_2] - line_data[3][DATA_1];
                comp_data[2][1] <= - line_data[2][DATA_1] - line_data[3][DATA_2] - line_data[4][DATA_1];
                comp_data[3][1] <= - line_data[3][DATA_1] - line_data[4][DATA_2] - line_data[5][DATA_1];
            end
            COMP_3: begin
                comp_data[0][0] <= comp_data[0][0] + line_data[0][DATA_1] + line_data[1][DATA_2] + line_data[2][DATA_1];
                comp_data[1][0] <= comp_data[1][0] + line_data[1][DATA_1] + line_data[2][DATA_2] + line_data[3][DATA_1];
                comp_data[2][0] <= comp_data[2][0] + line_data[2][DATA_1] + line_data[3][DATA_2] + line_data[4][DATA_1];
                comp_data[3][0] <= comp_data[3][0] + line_data[3][DATA_1] + line_data[4][DATA_2] + line_data[5][DATA_1];
                comp_data[0][2] <= - line_data[0][DATA_1] - line_data[1][DATA_2] - line_data[2][DATA_1];
                comp_data[1][2] <= - line_data[1][DATA_1] - line_data[2][DATA_2] - line_data[3][DATA_1];
                comp_data[2][2] <= - line_data[2][DATA_1] - line_data[3][DATA_2] - line_data[4][DATA_1];
                comp_data[3][2] <= - line_data[3][DATA_1] - line_data[4][DATA_2] - line_data[5][DATA_1];
            end
            COMP_4: begin
                comp_data[0][1] <= comp_data[0][1] + line_data[0][DATA_1] + line_data[1][DATA_2] + line_data[2][DATA_1];
                comp_data[1][1] <= comp_data[1][1] + line_data[1][DATA_1] + line_data[2][DATA_2] + line_data[3][DATA_1];
                comp_data[2][1] <= comp_data[2][1] + line_data[2][DATA_1] + line_data[3][DATA_2] + line_data[4][DATA_1];
                comp_data[3][1] <= comp_data[3][1] + line_data[3][DATA_1] + line_data[4][DATA_2] + line_data[5][DATA_1];
                comp_data[0][3] <= - line_data[0][DATA_1] - line_data[1][DATA_2] - line_data[2][DATA_1];
                comp_data[1][3] <= - line_data[1][DATA_1] - line_data[2][DATA_2] - line_data[3][DATA_1];
                comp_data[2][3] <= - line_data[2][DATA_1] - line_data[3][DATA_2] - line_data[4][DATA_1];
                comp_data[3][3] <= - line_data[3][DATA_1] - line_data[4][DATA_2] - line_data[5][DATA_1];
            end
            COMP_5: begin
                comp_data[0][2] <= comp_data[0][2] + line_data[0][DATA_1] + line_data[1][DATA_2] + line_data[2][DATA_1];
                comp_data[1][2] <= comp_data[1][2] + line_data[1][DATA_1] + line_data[2][DATA_2] + line_data[3][DATA_1];
                comp_data[2][2] <= comp_data[2][2] + line_data[2][DATA_1] + line_data[3][DATA_2] + line_data[4][DATA_1];
                comp_data[3][2] <= comp_data[3][2] + line_data[3][DATA_1] + line_data[4][DATA_2] + line_data[5][DATA_1];
            end
            COMP_6: begin
                comp_data[0][3] <= comp_data[0][3] + line_data[0][DATA_1] + line_data[1][DATA_2] + line_data[2][DATA_1];
                comp_data[1][3] <= comp_data[1][3] + line_data[1][DATA_1] + line_data[2][DATA_2] + line_data[3][DATA_1];
                comp_data[2][3] <= comp_data[2][3] + line_data[2][DATA_1] + line_data[3][DATA_2] + line_data[4][DATA_1];
                comp_data[3][3] <= comp_data[3][3] + line_data[3][DATA_1] + line_data[4][DATA_2] + line_data[5][DATA_1];
            end
            default:
                comp_data <= 'b0;
        endcase
    end
end
endmodule
==> /design/flow/run.sh <==
#!/bin/bash
# OpenROAD 26Q1-2900-gdf79404cd8, Yosys 0.63+post, stock flow scripts
make -C /OpenROAD-flow-scripts/flow DESIGN_CONFIG=/design/flow/config.mk WORK_HOME=/design/flow/orfs finish
==> /design/flow/config.mk <==
export PLATFORM = sky130hd
export DESIGN_NAME = ame_grad_search
export DESIGN_NICKNAME = ame_grad_search
export VERILOG_FILES = /design/flow/design.v
export SDC_FILE = /design/flow/constraint.sdc
export NUM_CORES = 4
export LEC_CHECK = 1
export CORE_UTILIZATION = 50
==> /design/flow/constraint.sdc <==
current_design ame_grad_search

set clk_period 9.3
set clk_io_pct 0.2

create_clock -name clk0 -period $clk_period [get_ports {clk_i}]

set non_clock_inputs [all_inputs -no_clocks]
set_input_delay [expr $clk_period * $clk_io_pct] -clock clk0 $non_clock_inputs
set_output_delay [expr $clk_period * $clk_io_pct] -clock clk0 [all_outputs]
==> flow_metrics.env <==
# flow metrics
export IMPL_hold_class="flip-flop to flip-flop"
export IMPL_cp_slowest_stage_delay_ps=900
export IMPL_power_leakage_nw=7.90
export IMPL_ctsLongestPathBuffers=2
export IMPL_dpl_hpwl_um=30700
export IMPL_cts_post_setup_buffers_inserted=0
export IMPL_gr_usage_all_layers_pct=32.8
export IMPL_tritoncts_num_sinks=136
export IMPL_route_final_wire_length_um=42300
export IMPL_die_footprint_mm2=0.0291
export IMPL_warnings=30
export IMPL_clock_insertion_delay_worst_skew_ps=420
export IMPL_wl_met2_um=17000
export IMPL_synth_seq_area_share_pct=24.0
export IMPL_detailedRoute_firstIterationViolations=743
export IMPL_post_synth_num_cell_types=45
export IMPL_drcViolationCount=0
export IMPL_dominant_cell_type_by_count_on_the_critical_path="sky130_fd_sc_hd__fa_1"
export IMPL_grt_max_degree=65
export IMPL_cp_max_fo=10
export IMPL_yosys_synthesis_warning_count=1
export IMPL_yosysChipArea_mm2=0.0142
export IMPL_worst_clock_skew_ps=12.9
export IMPL_post_syn_instances=1472
export IMPL_clkPwrFrac_pct=13.5
export IMPL_timing_critical_path_slowest_stage_cell="sky130_fd_sc_hd__clkdlybuf4s50_1"
export IMPL_place_congestion=0.913
export IMPL_routed_top_layer="met4"
export IMPL_fp_dieH_um=171
export IMPL_diodes=0
export IMPL_grt_pass1_vias=11200
export IMPL_initial_core_util_pct=51.0
export IMPL_synth_ff_latch_count=136
export IMPL_routed_length_on_met3_um=5510
export IMPL_worst_r2r_setup_slack_ps=6250
export IMPL_grt_setup_unrepaired="false"
export IMPL_sw_frac_of_total_pct=45.6
export IMPL_wl_met1_um=19400
export IMPL_comb_power_share_pct=65.8
export IMPL_fin_crit_sh_pct=59.0
export IMPL_hold_path_startpoint="ctl_sta[3]$_DFF_PN0_"
export IMPL_power_total_mw=5.20
export IMPL_floorplan_core_area_mm2=0.0279
export IMPL_tritoncts="built"
export IMPL_timing_max_slew_rel_slack_pct=42.4
export IMPL_drt_pre_antenna_iters=5
export IMPL_power_switching_mw=2.37
export IMPL_ant_nets=0
export IMPL_synth_area_per_cell_um2=9.66
export IMPL_antenna_found_initial=0
export IMPL_crit_path_start_kind="input pin"
export IMPL_route_vias_total=11200
export IMPL_cts_root_buffer_cell="sky130_fd_sc_hd__clkbuf_16"
export IMPL_slew_violations=0
export IMPL_setup_viol=0
export IMPL_r2r_start="comp_data[48]$_DFFE_PN0N_"
export IMPL_clkSlewWorstSetupHoldPaths_ps=70
export IMPL_port_buffers=173
export IMPL_cp_data_required_time_ps=9550
export IMPL_final_hold_violation_count=0
export IMPL_clock_tree_htree_level_count=4
export IMPL_cp_data_arrival_time_ps=5740
export IMPL_fillCellCount=2347
export IMPL_cp_top_family="adder cells"
export IMPL_synth_yosys_num_cells=1472
export IMPL_cts_buffers_inserted=17
export IMPL_syn_area_mm2=0.0142
export IMPL_worst_path_cell_chain="clkdlybuf4s50_1 > inv_1 > fa_1 > inv_1 > fa_1 > ha_1 > fa_1 > a21o_1 > a21oi_1 > xnor2_1 > a221oi_1 > a32oi_1"
export IMPL_syn_to_final_growth_pct=18.3
export IMPL_outcome="completed"
export IMPL_worst_slew_pin_slew_ps=865
export IMPL_grt_first_pass_wirelength_um=65900
export IMPL_hold_buffer_count_at_cts=0
export IMPL_final_setup_tns_ps=0
export IMPL_post_cts_resized=0
export IMPL_max_freq_mhz=182
export IMPL_final_comb_area_mm2=0.00961
export IMPL_final_seq_area_mm2=0.00341
export IMPL_viasPerCell=5.57
export IMPL_timing_worst_setup_path_type="input pin to flip-flop"
export IMPL_wl_per_cell_um=21.0
export IMPL_placement_rows=61
export IMPL_internal_power_mw=2.83
export IMPL_ir_drop_mv=0.151
export IMPL_fp_dieW_um=171
export IMPL_crit_buf_inv=3
export IMPL_power_share_sequential_pct=20.7
export IMPL_worstSetupEndpointType="flip-flop"
export IMPL_io_pins=174
export IMPL_power_dens_cells_mw_per_mm2=309
export IMPL_clock_period_minus_final_worst_setup_slack_ps=5490
export IMPL_final_layout_size_suffix_gt1_share_pct=4.40
export IMPL_grt_overflow_total=0
export IMPL_critical_path_startpoint="line_data_i[14]"
export IMPL_maxCapViolCount=0
==> placed cells by master (no fill, tap or decap), types with 8 or more instances in the layout <==
master and instances:
sky130_fd_sc_hd__a21o_1 44, sky130_fd_sc_hd__o21ai_0 51, sky130_fd_sc_hd__or2_2 8, sky130_fd_sc_hd__o211a_1 8, sky130_fd_sc_hd__a31oi_1 12, sky130_fd_sc_hd__o21a_1 8
sky130_fd_sc_hd__nand4_1 8, sky130_fd_sc_hd__a2111o_1 8, sky130_fd_sc_hd__nand2_1 22, sky130_fd_sc_hd__inv_1 242, sky130_fd_sc_hd__ha_1 136, sky130_fd_sc_hd__a221oi_1 13
sky130_fd_sc_hd__fa_1 158, sky130_fd_sc_hd__a211oi_1 34, sky130_fd_sc_hd__o21bai_1 8, sky130_fd_sc_hd__clkdlybuf4s50_1 172, sky130_fd_sc_hd__dfrtp_1 132, sky130_fd_sc_hd__o31ai_1 15
sky130_fd_sc_hd__a21oi_1 152, sky130_fd_sc_hd__xor2_1 28, sky130_fd_sc_hd__xnor2_1 62, sky130_fd_sc_hd__a22oi_1 81, sky130_fd_sc_hd__clkbuf_16 17, sky130_fd_sc_hd__nor2_1 130
sky130_fd_sc_hd__buf_4 13
==> per-layer routing <==
| metal | vias to the layer above | track usage (%) |
|---|---|---|
| met2 | 514 | 42.8 |
| met5 | - | 0.870 |
| met3 | 38 | 16.5 |
| met1 | 5317 | 52.8 |
| li1 | 5349 | - |
| met4 | 0 | 3.09 |
==> synthesized netlist by cell type (all sizes together) <==
master | count | area (um^2)
a2111o | 8 | 90.1
a211o | 4 | 35.0
a211oi | 34 | 255
a21o | 44 | 330
a21oi | 158 | 813
a221oi | 13 | 114
a22oi | 81 | 608
a2bb2oi | 6 | 52.6
a31oi | 12 | 75.1
a32oi | 1 | 8.76
and3 | 4 | 25.0
and4b | 4 | 40.0
buf | 9 | 57.6
clkbuf | 46 | 243
dfrtp | 135 | 3380
dfstp | 1 | 26.3
fa | 158 | 3160
ha | 136 | 1700
inv | 243 | 912
nand2 | 22 | 82.6
nand2b | 5 | 31.3
nand4 | 8 | 50.1
nor2 | 130 | 488
nor2b | 1 | 6.26
nor3 | 4 | 20.0
nor3b | 4 | 30.0
nor4 | 4 | 61.3
o211a | 8 | 80.1
o21a | 8 | 60.1
o21ai | 51 | 255
o21bai | 8 | 60.1
o22ai | 4 | 25.0
o31ai | 15 | 113
or2 | 8 | 50.1
or3 | 1 | 6.26
xnor2 | 66 | 619
xor2 | 28 | 245
==> state kept, by name (all words and copies together), names as in the netlist <==
signal,flops
comp_done,1
ctl_sta,7
comp_data,128
==> cell type report <==
class                   count  share of cell area (%)
well taps                 378                    2.81
clock buffers              19                    2.63
clock inverters            13                   0.796
inverters                 243                    5.43
multi-input cells        1038                    57.2
flip-flops and latches    136                    20.3
repair buffers            186                    10.9
==> per-stage QoR <==
stage | cell area [um^2] | utilization (%) | cells | hold WS [ps] | setup slack (ps)
floorplan | 14200 | - | 1472 | 369 | 4670
global placement | 16200 | 58.3 | 1981 | 469 | 3440
detailed placement | 16200 | 58.3 | 1981 | 457 | 3380
CTS | 16800 | 60.3 | 2013 | 482 | 3820
global route | 16800 | 60.3 | 2013 | 484 | 3600
finish | 16800 | 60.3 | 2013 | 472 | 3810
==> power groups by stage <==
stage	clock (mW)	combinational, mW	sequential (mW)
CTS	0.723	3.40	1.08
global route	0.742	3.90	1.11
finish	0.704	3.42	1.07
==> worst paths after layout <==
kind                                                   to  cells after the start
worst max register to register  comp_data[54]$_DFFE_PN0N_                      9
max in group asynchronous       comp_data[56]$_DFFE_PN0N_                      2
worst min register to register        comp_done$_DFF_PN0_                      0
worst min-delay path                  comp_done$_DFF_PN0_                      0
min in group asynchronous       comp_data[26]$_DFFE_PN0N_                      1
worst max-delay path            comp_data[54]$_DFFE_PN0N_                     12
==> logic make-up (layout without fill, tap and decap cells) <==
logic type,Yosys count,after routing,synth area share [%]
xor gates and xnor gates,94,94,6.08
buffers and inverters,298,461,8.53
and+or+nand+nor,195,195,6.27
adders and majority gates,294,294,34.2
AOI/OAI and AO/OA,455,455,20.9
DFF,136,136,24.0
Power figures rest on the tool's default switching activity, not on a simulated workload.
